==> design/flow/design.v <==
`timescale 1ns / 1ps
module Mux3_1(
    input [63:0] a, b, c,
    input [1:0] sel,
    output reg [63:0] out   
);
always @(*) begin
    if (sel == 2'b00) begin   
        out = a;
    end
    else if (sel == 2'b01) begin    
        out = b;
    end
    else if (sel == 2'b10) begin    
        out = c;
    end
    else 
    begin    
        out = 2'bX;
    end
end
endmodule
==> design/flow/run.sh <==
#!/bin/bash
# OpenROAD 26Q1-2900-gdf79404cd8, Yosys 0.63+post, stock flow scripts
make -C /OpenROAD-flow-scripts/flow DESIGN_CONFIG=/design/flow/config.mk WORK_HOME=/design/flow/orfs finish
==> design/flow/config.mk <==
export PLATFORM = sky130hd
export DESIGN_NAME = Mux3_1
export DESIGN_NICKNAME = Mux3_1
export VERILOG_FILES = /design/flow/design.v
export SDC_FILE = /design/flow/constraint.sdc
export NUM_CORES = 4
export LEC_CHECK = 1
export CORE_AREA = 10 10 107 107
export DIE_AREA = 0 0 117 117
==> design/flow/constraint.sdc <==
current_design Mux3_1

set clk_period 6.2
set clk_io_pct 0.2

create_clock -name clk0 -period $clk_period

set non_clock_inputs [all_inputs -no_clocks]
set_input_delay [expr $clk_period * $clk_io_pct] -clock clk0 $non_clock_inputs
set_output_delay [expr $clk_period * $clk_io_pct] -clock clk0 [all_outputs]
==> impl_metrics.tcl <==
# implementation run metrics
set metrics [dict create \
    gp_congestion 0.926 \
    grt_antenna_before_repair 1 \
    report.final.hold_viol_count 0 \
    n_clock_buffer 0 \
    crit_type "primary input to output pin" \
    slew_headroom_pct 46.4 \
    wire_per_inst_um 19.9 \
    cp-start-kind "primary input" \
    synth.distinct_cells 7 \
    warnings 32 \
    dp_hpwl_um 8500 \
    ys_cells 150 \
    ir_drop_uv 29.2 \
    avgSynthCellArea_um2 9.41 \
    p_per_area_nw_per_um2 67.1 \
    critPathArrivalTime_ns 3.16 \
    viasPerCell 4.36 \
    finalCritPeriodShare_pct 71.0 \
    cp_common_cell "buf_4" \
    grt_pass1_wl_um 13700 \
    rows 35 \
    critPathRequiredTime_ns 4.96 \
    core_um2 9200 \
    top_area_share_pct 45.4 \
    wl_met2_um 4940 \
    cts_setup_buffers 0 \
    hold_class "primary input to output pin" \
    drtIter0Drc 55 \
    die_width_um 117 \
    setup.worst_path.end_class "output pin" \
    finalSetupTns_ns 0 \
    slew_violations 0 \
    max_slew.worst_pin.slew_ns 0.804 \
    rsz0062_at_grt "false" \
    syn_area_um2 1410 \
    area_delta_synth_final_pct 180 \
    groute.usage.overall_pct 12.9 \
    path_max_fanout 47 \
    largest_area_cell "mux2i_1" \
    portBuffers 258 \
    layout-drive-gt1-share_pct 1.54 \
    top_layer "met4" \
    finish.utilization_pct 43.0 \
    synth_cells 150 \
    crit_end "out[3]" \
    grt_max_degree 65 \
    top_cells_by_count "64 x mux2i_1, 64 x o2bb2ai_1, 13 x buf_2" \
    startpoint "sel[0]" \
    crit_chain "buf_4 -> buf_4 -> mux2i_1 -> o2bb2ai_1 -> clkdlybuf4s50_1" \
    cts.repair.resized 0 \
    yosys_warnings 1 \
    ys_seq_share_pct 0 \
    core_util_floorplan_pct 15.3 \
    flop-count 0 \
    max_stage_delay_ns 0.71 \
    ant_nets 0 \
    worst_path_dominant_cell_family "buffers and inverters" \
    status "completed" \
    cp.depth 5 \
    crit_path_top_delay_cell "buf_4" \
    maxCapViolCount 0 \
    cp.buffers_inverters 3 \
    ios 258 \
    fin_crit_ns 4.40 \
    routedLengthMet1_um 3710 \
    die_area_um2 13700 \
    firstDrtPassIters 4 \
    routed_wl_um 9970 \
    seq_area_um2 0 \
    final-setup-viol-count 0 \
    dr_wl_met3_um 1280 \
    yosysChipArea_um2 1410 \
    cts_hold_buffers 0 \
    power.leakage_nw 1.50 \
    grt_pass1_vias 2354 \
    overflow 0 \
    vias 2187 \
    drc 0 \
    die_h_um 117 \
    top_cells_by_area "mux2i_1 45%, o2bb2ai_1 40%, buf_12 8.5%, buf_2 4.6%, buf_8 1.1%" \
    timing.fmax_ghz 0.227 \
]
-- cell families (layout without fill, tap and decap cells) --
logic type | Yosys count | in the layout | synth area share (%)
simple gates | 1 | 1 | 0.444
other cells | 0 | 1 | 0
buf+inv | 21 | 261 | 14.4
compound gates | 64 | 64 | 39.7
mux | 64 | 64 | 45.4
-- where the power goes --
group | switching (W) | leakage (nW) | internal, W
logic | 0.0000680 | 1.50 | 0.000197
clock network | 0 | 0.00000634 | 0.0000000000216
registers | 0 | 0 | 0
total | 0.0000680 | 1.50 | 0.000197
-- per-stage QoR --
stage           power, W  hold WS (ns)  cell area, µm²  worst slack, ns  instances
6_report        0.000265          3.32            3950             1.80        502
5_1_grt         0.000286          3.37            3950             1.67        501
4_1_cts         0.000270          3.33            3950             1.79        501
3_5_place_dp    0.000269          3.32            3950             1.79        501
3_3_place_gp    0.000268          3.33            3950             1.79        501
2_1_floorplan  0.0000711          2.54            1410             3.17        150
-- cells in the final DEF (no fill, tap or decap) --
cell and instances:
mux2i_1 64, buf_2 1, diode_2 1, clkdlybuf4s50_1 256
o2bb2ai_1 64, nor2b_4 1, buf_4 4
-- metal layers --
metal / GRT usage [%] / vias to the layer above
met5: 0 / -
met4: 0.329 / 0
met3: 5.47 / 2
met2: 23.1 / 125
met1: 14.6 / 945
li1: - / 1115
-- worst min-delay path by stage --
stage | startpoint | to | slack [ns] | cells past startpoint
finish | sel[1] | out[15] | 3.32 | 4
global route | sel[1] | out[26] | 3.37 | 4
CTS | sel[1] | out[15] | 3.33 | 4
-- final cells by class --
cell class / instances / area [µm²]
Tap cell: 111 / 139
Timing Repair Buffer: 261 / 2600
Multi-Input combinational cell: 129 / 1210
Fill cell: 901 / 5240
Antenna cell: 1 / 2.50
Power is estimated from default activity; no workload was simulated.

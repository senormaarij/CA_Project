==> flow/config.mk <==
export PLATFORM = sky130hd
export DESIGN_NAME = Fowarding_Unit
export DESIGN_NICKNAME = Fowarding_Unit
export VERILOG_FILES = /design/flow/design.v
export SDC_FILE = /design/flow/constraint.sdc
export NUM_CORES = 4
export LEC_CHECK = 1
export CORE_AREA = 10 10 70 70
export DIE_AREA = 0 0 80 80
==> flow/design.v <==
`timescale 1ns / 1ps
module Fowarding_Unit(
    input [4:0] EXMEM_rd, MEMWB_rd,
    input [4:0] IDEX_rs1, IDEX_rs2,
    input EXMEM_RegWrite, EXMEM_MemtoReg,
    input MEMWB_RegWrite,
    output reg [1:0] fwd_A, fwd_B
);
always @(*) begin
    if (EXMEM_rd == IDEX_rs1 && EXMEM_RegWrite && EXMEM_rd != 0) begin
        fwd_A = 2'b10;   
    end 
    else if ((MEMWB_rd == IDEX_rs1) && MEMWB_RegWrite && (MEMWB_rd != 0) &&
               !(EXMEM_RegWrite && (EXMEM_rd != 0) && (EXMEM_rd == IDEX_rs1))) begin
        fwd_A = 2'b01;   
    end 
    else begin
        fwd_A = 2'b00;   
    end
    if ((EXMEM_rd == IDEX_rs2) && EXMEM_RegWrite && EXMEM_rd != 0) begin
        fwd_B = 2'b10;   
    end
    else if ((MEMWB_rd == IDEX_rs2) && (MEMWB_RegWrite == 1) && (MEMWB_rd != 0) &&
               !(EXMEM_RegWrite && (EXMEM_rd != 0) && (EXMEM_rd == IDEX_rs2))) begin
        fwd_B = 2'b01;   
    end
    else begin
        fwd_B = 2'b00;   
    end
end
endmodule
==> flow/constraint.sdc <==
current_design Fowarding_Unit

set clk_period 2.7
set clk_io_pct 0.2

create_clock -name clk0 -period $clk_period

set non_clock_inputs [all_inputs -no_clocks]
set_input_delay [expr $clk_period * $clk_io_pct] -clock clk0 $non_clock_inputs
set_output_delay [expr $clk_period * $clk_io_pct] -clock clk0 [all_outputs]
==> flow/run.sh <==
#!/bin/bash
# OpenROAD 26Q1-2900-gdf79404cd8, Yosys 0.63+post, stock flow scripts
make -C /OpenROAD-flow-scripts/flow DESIGN_CONFIG=/design/flow/config.mk WORK_HOME=/design/flow/orfs finish
==> deck_impl_summary.md <==
Flow Results at a Glance

Setup path
  – Slowest stage delay, CP: 530 ps
  – WP depth: 5
  – Cell family with most CP delay: buffers and inverters
  – Cell-by-cell trace of the critical path: clkdlybuf4s50_1 > or4_1 > o21ai_1 > nor3_1 > dlygate4sd2_1
  – Kind of end point of the critical path: primary output
  – Endpoint required time on the critical path: 2160 ps
  – Number of buffer and inverter stages on the critical path: 2
  – Crit path launch type: primary input
  – Path type of the worst setup path: primary input to primary output
  – Cell with the largest stage delay on the worst path: sky130_fd_sc_hd__or4_1
  – Critical path data arrival time: 2060 ps
  – Largest fanout on the critical path: 2
  – Critical path origin: MEMWB_rd[0]

Floorplan
  – Die ar.: 6400 sq um
  – Row cnt: 21
  – Starting density of the core: 7.51%
  – Vertical die dimension: 80 um
  – Number of ports placed on the die boundary: 27
  – Die extent in x: 80 um
  – Core box area: 3420 sq um

Finish
  – Most frequent cells in the layout: sky130_fd_sc_hd__clkdlybuf4s50_1 (14), sky130_fd_sc_hd__xor2_1 (10), sky130_fd_sc_hd__buf_4 (10)
  – Commonest non-fill, non-tap cell in the layout: sky130_fd_sc_hd__clkdlybuf4s50_1
  – Area added between synthesis and finish: 196%
  – Sequential cell count: 0
  – Clock buffer count in the final layout: 0
  – Fraction of layout cells with a size suffix above 1: 31.5%
  – Design Area, Final: 759 sq um
  – FF+latch area: 0 sq um

Timing
  – Final worst path period share: 96.1%
  – Setup repair after global routing missed its margin: false
  – Final slew viol count: 0
  – Number of failing setup endpoints in the final timing report: 0
  – Relative slew slack: 81.2%
  – Post-layout min period: 2600 ps
  – Max frequency: 0.385 GHz
  – Worst-Margin Slew: 281 ps
  – Final number of hold-violating endpoints: 0

Logic synthesis
  – Synthesized area: 256 sq um
  – Yosys cell count: 34
  – Yosys Warn Count: 1
  – Area contributors post-synth: sky130_fd_sc_hd__xnor2_1 (34%), sky130_fd_sc_hd__xor2_1 (34%), sky130_fd_sc_hd__nand3_1 (7.8%), sky130_fd_sc_hd__nor3_1 (7.8%), sky130_fd_sc_hd__or4_1 (5.9%)
  – Netlist cell types: 8
  – Register area share after synthesis: 0%
  – Share of the synthesized area in the top cell type: 34.1%
  – Per-instance average area after synthesis: 7.54 sq um
  – Leading area contributor after synthesis: sky130_fd_sc_hd__xnor2_1
  – Area figure in the yosys stat output: 256 sq um
  – Synthesized instance count: 34

Power and ir drop
  – Power Total: 0.103 mW
  – Power per unit of standard cell area: 136 nW/um^2
  – Leakage dissipation: 0.327 nW
  – Worst VDD drop: 0.0000215 V

Routing
  – Ratio of routed vias to standard cells: 3.31
  – # diodes: 0
  – Routed via count: 394
  – Detailed Routing Iterations Pass 1: 2
  – Post-Route WL: 1430 um
  – Routed length per placed instance: 12.0 um
  – Detailed-route DRC error count: 0
  – Final ANT Viol Nets: 0
  – Detailed router's first-iteration violation count: 4

Global route
  – Initial antenna violation count: 0
  – Busiest layer in global routing: met2
  – Number of global-route vias before repair: 448
  – Largest net degree at the start of global routing: 4
  – Global Route met2 Usage: 8.67%
  – Global-route wire length before repair: 2200 um
  – Combined global-route utilization of all metal layers: 4.32%
  – Global-route track usage on met3: 1.02%
  – Met1 global-route usage: 4.62%
  – Overflow after GRT: 0

Place
  – DPL Wire Length: 1260 um
  – Post-DP Area: 672 sq um
  – Placer's final routability congestion estimate: 0.757
  – Port bufs: 26

Worst hold path
  – Number of instances on the worst hold path: 6
  – Class of the tightest hold or removal check: primary input to primary output
  – Worst Min Path Start: IDEX_rs1[3]
  – Capture endpoint of the worst hold path: fwd_A[0]

Run status
  – Status: finished clean

Run
  – Tool warning count: 33
  – Number of max-cap violations: 0
[where the power goes]
part | internal, mW | switching [mW]
Clock | 0 | 0
Sequential | 0 | 0
Combinational | 0.0634 | 0.0400
[worst max-delay path by stage]
stage	to
after CTS	fwd_B[0]
after global routing	fwd_A[1]
final	fwd_A[0]
[synthesized netlist by cell type]
cell type,n
sky130_fd_sc_hd__xor2_1,10
sky130_fd_sc_hd__o21ai_2,1
sky130_fd_sc_hd__nor3_1,4
sky130_fd_sc_hd__xnor2_1,10
sky130_fd_sc_hd__nor4_1,2
sky130_fd_sc_hd__or4_1,2
sky130_fd_sc_hd__o21ai_0,1
sky130_fd_sc_hd__nand3_1,4
[per-layer routing]
metal | routed length (um) | vias to the layer above
met1 | 497 | 181
met2 | 818 | 12
met5 | 0 | -
li1 | - | 201
met4 | 0 | 0
met3 | 114 | 0
[cell families (layout without fill, tap and decap cells)]
| family | count (synthesis) | in the layout | share of synthesized area, % |
|---|---|---|---|
| buffers and inverters | 0 | 39 | 0 |
| XOR/XNOR | 20 | 20 | 68.3 |
| AND-OR/OR-AND | 2 | 2 | 5.36 |
| AND/OR/NAND/NOR | 12 | 12 | 26.3 |
[timing repair]
item | CTS | global route
hold buffers | 0 | 0
buffers inserted | 1 | 0
setup endpoints to repair | 4 | 3
pin swaps | 6 | 2
gates resized | 15 | 15
[metrics by stage]
step           hold slack [ps]  TNS, ps  setup slack [ps]  std cells  utilization [%]
6_report                  1770        0               105        119             22.2
5_1_grt                   1820        0             0.383        119             22.2
4_1_cts                   1860        0              47.4        119             20.7
3_5_place_dp              2100     -944              -349        119             19.7
3_3_place_gp              2100     -970              -352        119             19.7
2_1_floorplan             1160        0               784         34                -
[area by class of cell]
class                           instances  area (sq um)
Fill cell                             377          2660
Multi-Input combinational cell         34           329
Tap cell                               46          57.6
Timing Repair Buffer                   39           373
Power is estimated from default activity; no workload was simulated.
